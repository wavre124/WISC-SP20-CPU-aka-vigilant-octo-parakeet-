==> design.v <==
module dff (q, d, clk, rst);
    output         q;
    input          d;
    input          clk;
    input          rst;
    reg            state;
    assign #(1) q = state;
    always @(posedge clk) begin
      state = rst? 0 : d;
    end
endmodule
module pipe_MEM_WB(clk, rst, instruction, data_read, address, RD, RS, Dst_reg, PC_src,
                   Reg_write, Mem_reg, Mem_read, Mem_write, write_sel, Mem_en, instruction_o,
                   data_read_o, address_o, RD_o, RS_o, Dst_reg_o, PC_src_o,
                   Reg_write_o, Mem_reg_o, Mem_read_o, Mem_write_o, write_sel_o, Mem_en_o, halt, halt_o, valid_rd, valid_rd_o, JAL, JAL_o,
                   bj_write_data, bj_write_data_o, inst_misalign, mem_misalign, err, d_done, d_Stall);
  input clk;
  input rst;
  input [15:0] instruction;
  input [15:0] data_read;
  input [15:0] address;
  input [15:0] bj_write_data;
  input [2:0] RD;
  input [2:0] RS;
  input [2:0] write_sel;
  input inst_misalign, mem_misalign, d_done, d_Stall;
  input [1:0] Dst_reg, PC_src;
  input Reg_write, Mem_reg, Mem_read, Mem_write, Mem_en, halt, valid_rd, JAL;
  output [15:0] instruction_o;
  output [15:0] data_read_o;
  output [15:0] address_o;
  output [15:0] bj_write_data_o;
  output [2:0] RD_o;
  output [2:0] RS_o;
  output [2:0] write_sel_o;
  output [1:0] Dst_reg_o, PC_src_o;
  output Reg_write_o, Mem_reg_o, Mem_read_o, Mem_write_o, Mem_en_o, halt_o, valid_rd_o, JAL_o, err;
 wire err_wire;
 assign err_wire = inst_misalign | mem_misalign;
 localparam nop  = 16'b0000_1000_0000_0000;
 wire [15:0] instruction_wire;
 wire [15:0] address_wire;
 wire [15:0] data_read_wire;
 wire [15:0] bj_flop_wire;
 wire [2:0] rd_flop_wire;
 wire [2:0] rs_flop_wire;
 wire [2:0] ws_flop_wire;
 wire [1:0] Dst_reg_wire;
 wire [1:0] PC_src_wire;
 wire Reg_write_wire;
 wire Mem_read_wire;
 wire Mem_write_wire;
 wire Mem_reg_wire;
 wire Mem_en_wire;
 wire halt_wire;
 wire valid_rd_wire;
 wire JAL_wire;
 wire err_wire_two;
 assign instruction_wire = (d_Stall) ? nop : instruction;
 assign data_read_wire = (d_Stall) ? data_read_o : data_read;
 assign address_wire = (d_Stall) ? 16'b0 : address;
 assign bj_flop_wire = (d_Stall) ? 16'b0 : bj_write_data;
 assign rd_flop_wire = (d_Stall) ? 3'b0 : RD;
 assign rs_flop_wire = (d_Stall) ? 3'b0 : RS;
 assign ws_flop_wire = (d_Stall) ? 3'b0 : write_sel;
 assign Dst_reg_wire = (d_Stall) ? 2'b0 : Dst_reg;
 assign PC_src_wire = (d_Stall) ?  2'b0 : PC_src;
 assign Reg_write_wire = (d_Stall) ?  1'b0 : Reg_write;
 assign Mem_read_wire = (d_Stall) ?  1'b0 : Mem_read;
 assign Mem_write_wire = (d_Stall) ?  1'b0 : Mem_write;
 assign Mem_reg_wire = (d_Stall) ?  1'b0 : Mem_reg;
 assign Mem_en_wire = (d_Stall) ?  1'b0 : Mem_en;
 assign halt_wire = (d_Stall) ?  1'b0 : halt;
 assign valid_rd_wire = (d_Stall) ?  1'b0 : valid_rd;
 assign JAL_wire = (d_Stall) ?  1'b0 : JAL;
 assign err_wire_two = (d_Stall) ? 1'b0 : err_wire;
  dff instruction_flop[15:0](.q(instruction_o), .d(instruction_wire), .clk(clk), .rst(rst));
  dff data_read_flop[15:0](.q(data_read_o), .d(data_read_wire), .clk(clk), .rst(rst));
  dff address_flop[15:0](.q(address_o), .d(address_wire), .clk(clk), .rst(rst));
  dff bj_flop[15:0](.q(bj_write_data_o), .d(bj_flop_wire), .clk(clk), .rst(rst));
  dff RD_flop[2:0](.q(RD_o), .d(rd_flop_wire), .clk(clk), .rst(rst));
  dff RS_flop[2:0](.q(RS_o), .d(rs_flop_wire), .clk(clk), .rst(rst));
  dff ws_flop[2:0](.q(write_sel_o), .d(ws_flop_wire), .clk(clk), .rst(rst));
    dff dst_flop[1:0](.q(Dst_reg_o), .d(Dst_reg_wire), .clk(clk), .rst(rst));
    dff pc_src_flop[1:0](.q(PC_src_o), .d(PC_src_wire), .clk(clk), .rst(rst));
    dff Reg_write_flop(.q(Reg_write_o), .d(Reg_write_wire), .clk(clk), .rst(rst));
    dff Mem_reg_flop(.q(Mem_reg_o), .d(Mem_reg_wire), .clk(clk), .rst(rst));
    dff Mem_read_flop(.q(Mem_read_o), .d(Mem_read_wire), .clk(clk), .rst(rst));
    dff Mem_write_flop(.q(Mem_write_o), .d(Mem_write_wire), .clk(clk), .rst(rst));
    dff Mem_en_flop(.q(Mem_en_o), .d(Mem_en_wire), .clk(clk), .rst(rst));
    dff halt_flop(.q(halt_o), .d(halt_wire), .clk(clk), .rst(rst));
    dff valid_rd_flop(.q(valid_rd_o), .d(valid_rd_wire), .clk(clk), .rst(rst));
    dff JAL_flop(.q(JAL_o), .d(JAL_wire), .clk(clk), .rst(rst));
    dff err_flop(.q(err), .d(err_wire_two), .clk(clk), .rst(rst));
endmodule
==> run.sh <==
#!/bin/bash
# OpenROAD 26Q1-2900-gdf79404cd8, Yosys 0.63+post, stock flow scripts
make -C /OpenROAD-flow-scripts/flow DESIGN_CONFIG=/design/flow/config.mk WORK_HOME=/design/flow/orfs finish
==> constraint.sdc <==
current_design pipe_MEM_WB

set clk_period 2.7
set clk_io_pct 0.2

create_clock -name clk0 -period $clk_period [get_ports {clk}]

set non_clock_inputs [all_inputs -no_clocks]
set_input_delay [expr $clk_period * $clk_io_pct] -clock clk0 $non_clock_inputs
set_output_delay [expr $clk_period * $clk_io_pct] -clock clk0 [all_outputs]
==> config.mk <==
export PLATFORM = sky130hd
export DESIGN_NAME = pipe_MEM_WB
export DESIGN_NICKNAME = pipe_MEM_WB
export VERILOG_FILES = /design/flow/design.v
export SDC_FILE = /design/flow/constraint.sdc
export NUM_CORES = 4
export LEC_CHECK = 1
export CORE_UTILIZATION = 40
==> results.txt <==
Post-synth mux share: 0.0519
Avg Synthesized Cell Area: 11.1 um2
Clk ins delay skew pair: 330 ps
Max-cap check violation count: 0
Hold Path End: data_read_flop[0].state
WL final: 5.76 mm
R2r setup slk: 2080 ps
Leakage: 0.00182 uW
CTS tree: done
Die Wd: 89.9 um
Vias in the first global route: 1,772
R2r endpoint: data_read_flop[13].state
Die Size: 0.00807 mm2
Initial antenna violation count: 0
Min-delay src: data_read_flop[0].state
Status: finished clean
Worst-path fanout max: 2
Yosys stat area: 0.00309 mm2
Port buffer count: 175
Arr. time, crit path: 1160 ps
CTS Root Buffer Type: clkbuf_8
Num rows: 31
Crit start category: flip-flop
Fp_density: 0.419
CTS sink cnt: 86
Slew @ Worst Pin: 329 ps
Post-CTS Resized: 0
Top non-seq family: buffers and inverters
Clock buffer count from CTS: 9
Fin area: 0.00450 mm2
Vias per inst: 3.90
Design Power: 2380 uW
Synth Cell Area: 0.00309 mm2
Yosys xor share: 0
Clk buf depth: 2
Most frequent logic cell in the layout: clkdlybuf4s50_1
Clock skew: 0 ps
Hold Path Class: flip-flop to flip-flop
Fmax achieved: 0.589 GHz
Max-slew violations: 0
Htree depth: 3
Crit path cell chain: clkdlybuf4s50_1
Total Neg Setup Slack: 0 ps
Wirelength per Cell: 11.9 um
Critical path's slowest cell: clkdlybuf4s50_1
Synth Seq Share: 0.558
Total GRT Usage: 0.148
Ant diodes: 0
Largest net degree at the start of global routing: 27
# Post-CTS Setup Buffers: 0
Grt total ovfl: 0
Top Layout Cells: 175 x clkdlybuf4s50_1, 86 x dfxtp_1, 61 x and2_1
Remaining antenna violation count after routing: 0
Die height: 89.9 um
I/O Pins: 177
DP HPWL: 4.27 mm
Hold depth: 2
Yosys Instances: 278
Reg2Reg Depth: 2
Cts hold-fix bufs: 0
Origin of the critical flop-to-flop path: data_read_flop[13].state
Minimum clock period: 1700 ps
Post-synthesis adder-cell area fraction: 0
Final setup violation count: 0
Buffers and inverters on the worst path: 1
Register bit total from synthesis: 86
CP top delay family: buffers and inverters
Synthesis Warnings: 1
Layout cell share with drive strength beyond 1: 0.0701
Synthesis-to-finish area growth: 45.7%
Rel. slew slack: 0.781
Synth Area in Compound Gates: 0.00243
Final Hold Slack: 497 ps
Critical Path RT: 2160 ps
Final worst-path cycle share: 0.629
Reg clk slew, reported paths: 80 ps
Synthesized instance count: 278
VDD IR max: 0.300 mV
Total core area: 0.00737 mm2
Dpl cell area: 0.00435 mm2
CP peak stage delay: 490 ps
RePlAce Congestion: 0.777
WS Path Type: flip-flop to primary output
DRC: 0
Iter 0 DRT Violations: 47
Global-route wire length before repair: 9.11 mm
Cell area power density: 529 mW/mm2
Critical Path Sink Type: primary output
DR vias: 1,886
Final tally of hold violations: 0
Cell Type Count: 12
DRT Pass-1 Iters: 2
RSZ-0062 raised after global routing: no
Simple-gate share of the synthesized area: 0.172
Log Warnings: 26
[report_power, final]
group / switching [uW] / internal (uW)
sequential: 15.4 / 1320
clock: 414 / 323
combinational: 62.4 / 241
total: 491 / 1890
[state kept, by name, indices dropped and copies added (netlist names)]
register / flops
address_flop.state: 16
instruction_flop.state: 16
RS_flop.state: 3
Mem_read_flop.state: 1
RD_flop.state: 3
halt_flop.state: 1
JAL_flop.state: 1
Mem_write_flop.state: 1
data_read_flop.state: 16
err_flop.state: 1
Reg_write_flop.state: 1
dst_flop.state: 2
pc_src_flop.state: 2
Mem_en_flop.state: 1
Mem_reg_flop.state: 1
bj_flop.state: 16
valid_rd_flop.state: 1
ws_flop.state: 3
[cells by family (layout without fill, tap and decap cells)]
group,count (synthesis),in the layout
buffers and inverters,88,195
AND/OR/NAND/NOR,87,87
flip-flops,86,86
multiplexers,16,16
AND-OR/OR-AND,1,1
[synth_stat cells]
| cell type | count | area share |
|---|---|---|
| buf_2 | 2 | 0.0032 |
| nor2_1 | 18 | 0.022 |
| o21a_1 | 1 | 0.0024 |
| clkbuf_2 | 4 | 0.0065 |
| mux2i_1 | 16 | 0.052 |
| buf_4 | 78 | 0.19 |
| and2_1 | 61 | 0.12 |
| and2_4 | 7 | 0.020 |
| dfxtp_1 | 86 | 0.56 |
| buf_6 | 2 | 0.0073 |
| buf_8 | 2 | 0.0097 |
| nor2_8 | 1 | 0.0065 |
[routing by layer]
| layer | up-vias | track usage | part of all wire |
|---|---|---|---|
| li1 | 973 | - | - |
| met1 | 796 | 0.198 | 0.42 |
| met2 | 103 | 0.227 | 0.45 |
| met3 | 14 | 0.0567 | 0.093 |
| met4 | 0 | 0.0457 | 0.035 |
| met5 | - | 0 | 0 |
[layout make-up]
cell class	count	area (um2)
Multi-Input combinational cell	104	698
Clock inverter	5	27.5
Sequential cell	86	1720
Tap cell	99	124
Timing Repair Buffer	180	1800
Fill cell	606	2870
Clock buffer	10	128
[through the flow]
| stage | setup WS, ps | instances | util |
|---|---|---|---|
| after global placement | 805 | 469 | 0.590 |
| after global routing | 923 | 484 | 0.611 |
| after CTS | 972 | 484 | 0.611 |
| final | 1000 | 484 | 0.611 |
| after floorplan | 1470 | 278 | - |
| after detailed placement | 769 | 469 | 0.590 |
[worst max path at each step]
stage	slack, ps	start	end	depth (start not counted)
CTS	970	data_read_flop[9].state	data_read_o[9]	1
global route	920	data_read_flop[9].state	data_read_o[9]	1
finish	1000	data_read_flop[2].state	data_read_o[2]	1
Power is estimated from default activity; no workload was simulated.
