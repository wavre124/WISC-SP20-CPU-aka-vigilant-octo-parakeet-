<file path="flow/run.sh">
#!/bin/bash
# OpenROAD 26Q1-2900-gdf79404cd8, Yosys 0.63+post, stock flow scripts
make -C /OpenROAD-flow-scripts/flow DESIGN_CONFIG=/design/flow/config.mk WORK_HOME=/design/flow/orfs finish
</file>
<file path="flow/config.mk">
export PLATFORM = sky130hd
export DESIGN_NAME = pipe_EX_MEM
export DESIGN_NICKNAME = pipe_EX_MEM
export VERILOG_FILES = /design/flow/design.v
export SDC_FILE = /design/flow/constraint.sdc
export NUM_CORES = 4
export LEC_CHECK = 1
export CORE_UTILIZATION = 50
</file>
<file path="flow/constraint.sdc">
current_design pipe_EX_MEM

set clk_period 1.4
set clk_io_pct 0.2

create_clock -name clk0 -period $clk_period [get_ports {clk}]

set non_clock_inputs [all_inputs -no_clocks]
set_input_delay [expr $clk_period * $clk_io_pct] -clock clk0 $non_clock_inputs
set_output_delay [expr $clk_period * $clk_io_pct] -clock clk0 [all_outputs]
</file>
<file path="flow/design.v">
module dff (q, d, clk, rst);
    output         q;
    input          d;
    input          clk;
    input          rst;
    reg            state;
    assign #(1) q = state;
    always @(posedge clk) begin
      state = rst? 0 : d;
    end
endmodule
module pipe_EX_MEM(clk, rst, instruction, data_out, data_two, RD, RS, Dst_reg, PC_src, Reg_write, Mem_read, Mem_write, Mem_reg,
                   Mem_en, write_sel, instruction_o, data_out_o, data_two_o, RD_o, RS_o, Dst_reg_o, PC_src_o, Reg_write_o, Mem_read_o,
                   Mem_write_o, Mem_reg_o, Mem_en_o, write_sel_o, halt, halt_o, valid_rd, valid_rd_o, JAL, JAL_o, bj_write_data, bj_write_data_o,
                   inst_mis_align, inst_mis_align_o, d_Stall, d_done, inst_stall);
  input clk;
  input rst;
  input [15:0] instruction;
  input [15:0] data_out;
  input [15:0] data_two;
  input [15:0] bj_write_data;
  input [2:0] RD;
  input [2:0] RS;
  input [2:0] write_sel;
  input [1:0] Dst_reg, PC_src;
  input Reg_write, Mem_read, Mem_write, Mem_reg, Mem_en, halt, valid_rd, JAL, inst_mis_align, d_Stall, d_done, inst_stall;
  output [15:0] instruction_o;
  output [15:0] data_out_o;
  output [15:0] data_two_o;
  output [15:0] bj_write_data_o;
  output [2:0] RD_o;
  output [2:0] RS_o;
  output [2:0] write_sel_o;
  output [1:0] Dst_reg_o, PC_src_o;
  output Reg_write_o, Mem_read_o, Mem_write_o, Mem_reg_o, Mem_en_o, halt_o, valid_rd_o, JAL_o, inst_mis_align_o;
wire [15:0] instruction_wire;
wire [15:0] data_out_wire;
wire [15:0] data_two_wire;
wire [15:0] bj_flop_wire;
wire [2:0] rd_flop_wire;
wire [2:0] rs_flop_wire;
wire [2:0] ws_flop_wire;
wire inst_err_wire;
wire [1:0] Dst_reg_wire;
wire [1:0] PC_src_wire;
wire Reg_write_wire;
wire Mem_read_wire;
wire Mem_write_wire;
wire Mem_reg_wire;
wire Mem_en_wire;
wire halt_wire;
wire valid_rd_wire;
wire JAL_wire;
wire d_stall_cond = (~d_done & (Mem_read_o | Mem_write_o));
assign instruction_wire = (inst_stall | d_Stall) ? instruction_o : instruction;
assign data_out_wire = (inst_stall | d_Stall) ? data_out_o : data_out;
assign data_two_wire = (inst_stall | d_Stall) ? data_two_o : data_two;
assign bj_flop_wire = (inst_stall | d_Stall) ? bj_write_data_o : bj_write_data;
assign rd_flop_wire = (inst_stall | d_Stall) ? RD_o : RD;
assign rs_flop_wire = (inst_stall | d_Stall) ? RS_o : RS;
assign ws_flop_wire = (inst_stall | d_Stall) ? write_sel_o : write_sel;
assign inst_err_wire = (inst_stall | d_Stall) ?  inst_mis_align_o : inst_mis_align;
assign Dst_reg_wire = (inst_stall | d_Stall) ? Dst_reg_o : Dst_reg;
assign PC_src_wire = (inst_stall | d_Stall) ?  PC_src_o : PC_src;
assign Reg_write_wire = (inst_stall | d_Stall) ?  Reg_write_o : Reg_write;
assign Mem_read_wire = (inst_stall | d_Stall) ?  Mem_read_o : Mem_read;
assign Mem_write_wire = (inst_stall | d_Stall) ?  Mem_write_o : Mem_write;
assign Mem_reg_wire = (inst_stall | d_Stall) ?  Mem_reg_o : Mem_reg;
assign Mem_en_wire = (inst_stall | d_Stall) ?  Mem_en_o : Mem_en;
assign halt_wire = (inst_stall | d_Stall) ?  halt_o : halt;
assign valid_rd_wire = (inst_stall | d_Stall) ?  valid_rd_o : valid_rd;
assign JAL_wire = (inst_stall | d_Stall) ?  JAL_o : JAL;
  dff ins_flops[15:0](.q(instruction_o), .d(instruction_wire), .clk(clk), .rst(rst));
  dff data_out_flop[15:0](.q(data_out_o), .d(data_out_wire), .clk(clk), .rst(rst));
  dff data_two_flop[15:0](.q(data_two_o), .d(data_two_wire), .clk(clk), .rst(rst));
  dff bj_flop[15:0](.q(bj_write_data_o), .d(bj_flop_wire), .clk(clk), .rst(rst));
  dff RD_flop[2:0](.q(RD_o), .d(rd_flop_wire), .clk(clk), .rst(rst));
  dff RS_flop[2:0](.q(RS_o), .d(rs_flop_wire), .clk(clk), .rst(rst));
  dff ws_flop[2:0](.q(write_sel_o), .d(ws_flop_wire), .clk(clk), .rst(rst));
  dff inst_err_flop(.q(inst_mis_align_o), .d(inst_err_wire), .clk(clk), .rst(rst));
    dff dst_flop[1:0](.q(Dst_reg_o), .d(Dst_reg_wire), .clk(clk), .rst(rst));
    dff pc_src_flop[1:0](.q(PC_src_o), .d(PC_src_wire), .clk(clk), .rst(rst));
    dff Reg_write_flop(.q(Reg_write_o), .d(Reg_write_wire), .clk(clk), .rst(rst));
    dff Mem_read_flop(.q(Mem_read_o), .d(Mem_read_wire), .clk(clk), .rst(rst));
    dff Mem_write_flop(.q(Mem_write_o), .d(Mem_write_wire), .clk(clk), .rst(rst));
    dff Mem_reg_flop(.q(Mem_reg_o), .d(Mem_reg_wire), .clk(clk), .rst(rst));
    dff Mem_en_flop(.q(Mem_en_o), .d(Mem_en_wire), .clk(clk), .rst(rst));
    dff halt_flop(.q(halt_o), .d(halt_wire), .clk(clk), .rst(rst));
    dff valid_rd_flop(.q(valid_rd_o), .d(valid_rd_wire), .clk(clk), .rst(rst));
    dff JAL_flop(.q(JAL_o), .d(JAL_wire), .clk(clk), .rst(rst));
endmodule
</file>
==> GITHUB_STEP_SUMMARY <==
### Metrics collected by this job

| Metric | Value |
|---|---|
| Standard-cell rows | 33 |
| R2R depth | 2 |
| Non-filler cells, final | 651 |
| First-pass GRT wire length | 14,080 um |
| Number of global-route vias before repair | 3,007 |
| Power dissipated by switching net loads | 1199 uW |
| Power per standard cell area | 938.4 nW/um^2 |
| Placed cell count | 635 |
| Synth Warn # | 1 |
| Crit. End Element | primary output |
| Number of instances in the synthesized netlist | 469 |
| Port Buf Inserts | 175 |
| Startpoint types | flop |
| Post-Synthesis Cell Area | 4214 sq um |
| Initial antenna violation count | 0 |
| Peak clock frequency supported by timing | 0.8366 GHz |
| Static leakage power | 0.002341 uW |
| Remaining design rule violation count | 0 |
| Endpoint of the most critical register-to-register path | data_two_flop[9].state |
| Total detailed-routing wirelength | 8882 um |
| Max-slew headroom | 72.85% |
| Total gr overflow | 0 |
| Clock tree skew after final layout | 0 ns |
| Number of hold buffers added after cts | 0 |
| WL/cell | 13.64 um |
| RSZ-0062 raised after global routing | false |
| Chip area | 8799 sq um |
| Total number of H-tree levels | 3 |
| Cell count in the Yosys report | 469 |
| Count of cell types in the netlist | 11 |
| Ys flops | 86 |
| Width of the chip | 93.81 um |
| TritonCTS buffer count | 9 |
| Reg-to-reg setup timing slack | 0.78 ns |
| Min-delay src | d_Stall |
| Number of warnings in the stage logs | 27 |
| Max-cap violations | 0 |
| Remaining number of nets flagged by the antenna check after routing | 0 |
| First DRT Iteration DRCs | 103 |
| Worst Hold End | ins_flops[7].state |
| Layout area overhead | 33.19% |
| Proportion of layout cells with a drive suffix above 1 | 20.33% |
| Required time of the critical path | 1.12 ns |
| Starting utilization of the core area | 51.55% |
| Cell chosen for the clock root | clkbuf_8 |
| Vertical die size | 93.81 um |
| Final standard cell utilization of the core | 68.66% |
| YS chip area | 4214 sq um |
| Clock-pin slew reported for the worst setup and hold paths after clock tree synthesis | 0.08 ns |
| Average cell area after synthesis | 8.985 sq um |
| Skew-Pair Late Insertion Delay | 0.34 ns |
| Final critical delay including setup and external delays | 1.195 ns |
| Cell family contributing the most delay on the critical path | flip-flops |
| Detailed-route via count | 3,347 |
| Power share of the clock group | 35.6% |
| Arrival time at the worst endpoint | 0.92 ns |
| Average via count per standard cell | 5.141 |
| Last weighted congestion value of the routability-driven placer | 0.7229 |
| Worst hold path class | in -> reg |
| Maximum fanout count along the critical path | 2 |
| Overall routing resource usage | 20.38% |
| Antenna diode count | 0 |
| Longest individual stage delay on the worst path | 0.32 ns |
| Sequential share of power | 49.7% |
| Aggregate negative setup slack | 0 ns |
| Largest net degree at the start of global routing | 87 |
| First-pass DRT Iterations | 4 |
| Maximum count of clock buffers along a single path | 2 |
| Placed wire-length estimate after detailed placement | 5793 um |
| Filler cell count | 697 |
| Final number of max-transition violations | 0 |
| Hold path depth | 3 |
| Peak ir drop on the vdd network | 768.5 uV |
| Final Hold Vio Count | 0 |
| Critical-path cell list | dlygate4sd2_1 |
| Cell Int Power | 4068 uW |
| Buffering stage count on the worst path with inverters included | 1 |
| Type of the setup path with the least slack | reg -> out |
| Number of sinks handled by clock tree synthesis | 86 |
| Slowest cell on the critical path | dfxtp_1 |
| Floorplan core area | 8175 sq um |
| Clock tree from TritonCTS | built |
| Comb pwr share | 14.6% |
| Sequential area share after synthesis | 40.86% |
| Final setup violating endpoints | 0 |
| Final worst-path cycle share | 85.38% |
| Reg-to-reg startpoint | data_two_flop[9].state |
| Switch share | 22.76% |
| Outcome | completed |
| Top library cells by usage in the layout, fill and taps aside | or3b_1, a21oi_1, clkdlybuf4s50_1, dlygate4sd2_1, dfxtp_2 |
| Count of boundary I/O pins | 177 |
| Transition at the pin with the smallest max-transition slack | 0.4073 ns |
[how the worst max path moves through the flow]
stage	from	to	slack [ns]	depth (start not counted)
after global routing	ins_flops[4].state	instruction_o[4]	0.15	1
final	data_two_flop[6].state	data_two_o[6]	0.20	1
after CTS	data_two_flop[6].state	data_two_o[6]	0.18	1
[registers in the layout, indices dropped and copies added, names as in the netlist, 2 cells and up]
| register | flops |
|---|---|
| data_out_flop.state | 16 |
| ws_flop.state | 3 |
| RS_flop.state | 3 |
| pc_src_flop.state | 2 |
| dst_flop.state | 2 |
| bj_flop.state | 16 |
| data_two_flop.state | 16 |
| ins_flops.state | 16 |
| RD_flop.state | 3 |
[logic make-up after synthesis]
group                  count (synthesis)  synth area share (%)
flip-flops                            86                 40.86
AND-OR/OR-AND                        172                 20.43
AND/OR/NAND/NOR                       86                 17.87
buffers and inverters                125                 20.84
[per-layer routing]
layer	track usage [%]	vias to the layer above	routed length (um)
li1	-	1743	-
met1	29.14	1496	3972
met2	31.39	102	3954
met3	7.819	6	886
met4	1.282	0	69
met5	0	-	0
[Yosys cell counts]
cell type,count,share of area [%]
a21oi_1,86,10
buf_2,23,2.7
clkbuf_1,5,0.45
buf_4,78,14
clkbuf_2,4,0.48
dfxtp_1,86,41
buf_1,4,0.36
or3b_1,86,18
buf_6,11,2.9
o21ai_1,80,9.5
o21ai_0,6,0.71
[layout make-up]
class / instances / area, sq um / share of cell area (%)
Timing Repair Buffer: 186 / 1829 / 32.59
Sequential cell: 86 / 1824 / 32.50
Multi-Input combinational cell: 258 / 1614 / 28.76
Tap cell: 105 / 131.4 / 2.341
Clock buffer: 10 / 127.6 / 2.274
Clock inverter: 6 / 86.33 / 1.538
[worst reg2reg max path, stage by stage, from the launching register on]
cell     delay, ns
dfxtp_2       0.33
o21ai_0       0.08
a21oi_1       0.15
[stage by stage]
stage | area, sq um | hold slack, ns | setup slack (ns) | power (uW)
final | 5613 | 0.3658 | 0.2047 | 5267
after global routing | 5613 | 0.3701 | 0.1499 | 5528
after CTS | 5613 | 0.3427 | 0.1827 | 5339
after detailed placement | 5404 | 0.4684 | 0.1218 | 3509
after global placement | 5404 | 0.4605 | 0.1352 | 3492
after floorplan | 4214 | 0.4440 | 0.3245 | 3122
[power groups by stage]
stage	sequential (uW)	clock, uW	combinational, uW
after CTS	2620	1940	778
after global routing	2640	2040	852
final	2620	1880	771
[timing repair]
item,CTS,global route
buffers inserted,0,0
gates resized,168,0
setup endpoints to repair,86,0
Power and IR drop assume default switching activity.
