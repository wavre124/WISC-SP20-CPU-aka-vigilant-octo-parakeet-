**/design/flow/design.v**
```verilog
module dff (q, d, clk, rst);
    output         q;
    input          d;
    input          clk;
    input          rst;
    reg            state;
    assign #(1) q = state;
    always @(posedge clk) begin
      state = rst? 0 : d;
    end
endmodule
module pipe_ID_EX(clk, rst, halt, ALU_op, Dst_reg, PC_src, ALU_src, Reg_write, Mem_read, Mem_write, Mem_reg, Mem_en, valid_rd,
                  instruction, immediate, Data_one, Data_two, rd, rs, rt, write_sel, halt_o, ALU_op_o,
                  Dst_reg_o, PC_src_o, ALU_src_o, Reg_write_o, Mem_read_o, Mem_write_o, Mem_reg_o,
                  Mem_en_o, instruction_o, immediate_o, Data_one_o, Data_two_o, rd_o, rs_o, rt_o, write_sel_o, valid_rd_o, stall_decode, JAL, JAL_o,
                  bj_write_data, bj_write_data_o, instruction_ex, valid_rt, valid_rt_o, inst_mis_align, inst_mis_align_o, d_Stall, inst_stall);
  input clk, rst;
  input [3:0] ALU_op;
  input [1:0] Dst_reg, PC_src;
  input ALU_src, Reg_write, Mem_read, Mem_write, Mem_reg, Mem_en, halt, valid_rd;
  input valid_rt, inst_mis_align, d_Stall, inst_stall;
   input [15:0] instruction, instruction_ex;
   input [15:0] immediate;
   input [15:0] Data_one;  
   input [15:0] Data_two;  
   input [15:0] bj_write_data;
   input [2:0] rd; 
   input [2:0] rs; 
   input [2:0] rt; 
   input [2:0] write_sel; 
   input stall_decode;
   input JAL;
  output [3:0] ALU_op_o;
  output [1:0] Dst_reg_o, PC_src_o;
  output ALU_src_o, Reg_write_o, Mem_read_o, Mem_write_o, Mem_reg_o, Mem_en_o, halt_o, valid_rd_o, JAL_o;
  output valid_rt_o, inst_mis_align_o;
   output [15:0] instruction_o;
   output [15:0] immediate_o;
   output [15:0] Data_one_o;  
   output [15:0] Data_two_o;  
   output [15:0] bj_write_data_o;
   output [2:0] rd_o;
   output [2:0] rs_o;
   output [2:0] rt_o;
   output [2:0] write_sel_o; 
   wire [15:0] instruction_s;
   wire Reg_write_s;
   wire Mem_read_s;
   wire Mem_write_s;
   wire halt_s;
   wire [4:0] opcode;
   localparam siic = 5'b00010;
   localparam rti = 5'b00011;
   assign opcode = instruction_ex[15:11];
   assign instruction_s = ((stall_decode) | (opcode == siic) | (opcode == rti) ) ? 16'h0800 : instruction;
   assign Reg_write_s = ((stall_decode) | (opcode == siic) | (opcode == rti) )? 1'b0 : Reg_write;  
   assign Mem_read_s = ((stall_decode) | (opcode == siic) | (opcode == rti) ) ? 1'b0 : Mem_read;
   assign Mem_write_s = ((stall_decode) | (opcode == siic) | (opcode == rti) ) ? 1'b0 : Mem_write;
   assign halt_s = ( (opcode == siic) | (opcode == rti) ) ? 1'b0 : halt;
   wire [15:0] instruction_wire;
   wire [15:0] immediate_wire;
   wire [15:0] data_one_wire;
   wire [15:0] data_two_wire;
   wire [15:0] bj_flop_wire;
   wire [2:0] rd_flop_wire;
   wire [2:0] rs_flop_wire;
   wire [2:0] rt_flop_wire;
   wire [2:0] ws_flop_wire;
   wire [3:0] ALU_op_wire;
   wire [1:0] Dst_reg_wire;
   wire [1:0] PC_src_wire;
   wire ALU_src_wire;
   wire Reg_write_wire;
   wire Mem_read_wire;
   wire Mem_write_wire;
   wire Mem_reg_wire;
   wire Mem_en_wire;
   wire halt_wire;
   wire valid_rd_wire;
   wire JAL_wire;
   wire valid_rt_wire;
   wire inst_err_wire;
   assign instruction_wire = (inst_stall | d_Stall) ? instruction_o : instruction_s;
   assign immediate_wire = (inst_stall | d_Stall) ? immediate_o : immediate;
   assign data_one_wire = (inst_stall | d_Stall) ? Data_one_o : Data_one;
   assign data_two_wire = (inst_stall | d_Stall) ? Data_two_o : Data_two;
   assign bj_flop_wire = (inst_stall | d_Stall) ? bj_write_data_o : bj_write_data;
   assign rd_flop_wire = (inst_stall | d_Stall) ? rd_o : rd;
   assign rs_flop_wire = (inst_stall | d_Stall) ? rs_o : rs;
   assign rt_flop_wire = (inst_stall | d_Stall) ? rt_o : rt;
   assign ws_flop_wire = (inst_stall | d_Stall) ? write_sel_o : write_sel;
   assign ALU_op_wire = (inst_stall | d_Stall) ? ALU_op_o : ALU_op;
   assign Dst_reg_wire = (inst_stall | d_Stall) ? Dst_reg_o : Dst_reg;
   assign PC_src_wire = (inst_stall | d_Stall) ?  PC_src_o : PC_src;
   assign ALU_src_wire = (inst_stall | d_Stall) ?  ALU_src_o : ALU_src;
   assign Reg_write_wire = (inst_stall | d_Stall) ?  Reg_write_o : Reg_write_s;
   assign Mem_read_wire = (inst_stall | d_Stall) ?  Mem_read_o : Mem_read_s;
   assign Mem_write_wire = (inst_stall | d_Stall) ?  Mem_write_o : Mem_write_s;
   assign Mem_reg_wire = (inst_stall | d_Stall) ?  Mem_reg_o : Mem_reg;
   assign Mem_en_wire = (inst_stall | d_Stall) ?  Mem_en_o : Mem_en;
   assign halt_wire = (inst_stall | d_Stall) ?  halt_o : halt_s;
   assign valid_rd_wire = (inst_stall | d_Stall) ?  valid_rd_o : valid_rd;
   assign JAL_wire = (inst_stall | d_Stall) ?  JAL_o : JAL;
   assign valid_rt_wire = (inst_stall | d_Stall) ?  valid_rt_o : valid_rt;
   assign inst_err_wire = (inst_stall | d_Stall) ?  inst_mis_align_o : inst_mis_align;
    dff alu_op_flop[3:0](.q(ALU_op_o), .d(ALU_op_wire), .clk(clk), .rst(rst));
    dff dst_flop[1:0](.q(Dst_reg_o), .d(Dst_reg_wire), .clk(clk), .rst(rst));
    dff pc_src_flop[1:0](.q(PC_src_o), .d(PC_src_wire), .clk(clk), .rst(rst));
    dff ALU_src_flop(.q(ALU_src_o), .d(ALU_src_wire), .clk(clk), .rst(rst));
    dff Reg_write_flop(.q(Reg_write_o), .d(Reg_write_wire), .clk(clk), .rst(rst));
    dff Mem_read_flop(.q(Mem_read_o), .d(Mem_read_wire), .clk(clk), .rst(rst));
    dff Mem_write_flop(.q(Mem_write_o), .d(Mem_write_wire), .clk(clk), .rst(rst));
    dff Mem_reg_flop(.q(Mem_reg_o), .d(Mem_reg_wire), .clk(clk), .rst(rst));
    dff Mem_en_flop(.q(Mem_en_o), .d(Mem_en_wire), .clk(clk), .rst(rst));
    dff halt_flop(.q(halt_o), .d(halt_wire), .clk(clk), .rst(rst));
    dff valid_rd_flop(.q(valid_rd_o), .d(valid_rd_wire), .clk(clk), .rst(rst));
    dff JAL_flop(.q(JAL_o), .d(JAL_wire), .clk(clk), .rst(rst));
    dff valid_rt_flop(.q(valid_rt_o), .d(valid_rt_wire), .clk(clk), .rst(rst));
    dff inst_err_flop(.q(inst_mis_align_o), .d(inst_err_wire), .clk(clk), .rst(rst));
    dff ins_flop[15:0](.q(instruction_o), .d(instruction_wire), .clk(clk), .rst(rst));
    dff imm_flop[15:0](.q(immediate_o), .d(immediate_wire), .clk(clk), .rst(rst));
    dff Data_one_flop[15:0](.q(Data_one_o), .d(data_one_wire), .clk(clk), .rst(rst));
    dff Data_two_flop[15:0](.q(Data_two_o), .d(data_two_wire), .clk(clk), .rst(rst));
    dff bj_flop[15:0](.q(bj_write_data_o), .d(bj_flop_wire), .clk(clk), .rst(rst));
    dff rd_flop [2:0] (.q(rd_o), .d(rd_flop_wire), .clk(clk), .rst(rst));
    dff rs_flop [2:0] (.q(rs_o), .d(rs_flop_wire), .clk(clk), .rst(rst));
    dff rt_flop [2:0] (.q(rt_o), .d(rt_flop_wire), .clk(clk), .rst(rst));
    dff ws_flop [2:0] (.q(write_sel_o), .d(ws_flop_wire), .clk(clk), .rst(rst));
endmodule
```
**/design/flow/run.sh**
```bash
#!/bin/bash
# OpenROAD 26Q1-2900-gdf79404cd8, Yosys 0.63+post, stock flow scripts
make -C /OpenROAD-flow-scripts/flow DESIGN_CONFIG=/design/flow/config.mk WORK_HOME=/design/flow/orfs finish
```
**/design/flow/config.mk**
```make
export PLATFORM = sky130hd
export DESIGN_NAME = pipe_ID_EX
export DESIGN_NICKNAME = pipe_ID_EX
export VERILOG_FILES = /design/flow/design.v
export SDC_FILE = /design/flow/constraint.sdc
export NUM_CORES = 4
export LEC_CHECK = 1
export CORE_UTILIZATION = 30
```
**/design/flow/constraint.sdc**
```tcl
current_design pipe_ID_EX

set clk_period 5.7
set clk_io_pct 0.2

create_clock -name clk0 -period $clk_period [get_ports {clk}]

set non_clock_inputs [all_inputs -no_clocks]
set_input_delay [expr $clk_period * $clk_io_pct] -clock clk0 $non_clock_inputs
set_output_delay [expr $clk_period * $clk_io_pct] -clock clk0 [all_outputs]
```
==> qor.json <==
{
  "ys_seq_elements": 111,
  "dp.cells": 865,
  "cp-end-kind": "flip-flop",
  "port_buffers": 230,
  "yosys_warnings": 1,
  "slew_violations": 0,
  "period_minus_slack_ns": 3.02,
  "ctsHoldBuffers": 0,
  "core_util_floorplan_pct": 31.3,
  "antennaDiodeCount": 0,
  "dieHeight_microns": 126,
  "final_cell_count_no_fill": 880,
  "worst_path_max_delay_cell": "sky130_fd_sc_hd__or3_1",
  "cp-start-kind": "input port",
  "report.final.hold_viol_count": 0,
  "grt_max_degree": 59,
  "cellInternalPower_mw": 1.38,
  "clock_sinks": 111,
  "io_pins": 243,
  "finish.utilization_pct": 44.8,
  "tritoncts": "yes",
  "h-tree-depth": 3,
  "drt_drc_violations_left": 0,
  "run_status": "complete, no violations",
  "number_of_placement_rows": 44,
  "maxSlewHeadroom_pct": 44.7,
  "totalNegativeSetupSlack_ns": 0,
  "switching_share_pct": 21.2,
  "cts_post_setup_buffers_inserted": 0,
  "drt-vias-per-instance": 4.37,
  "dieWidth_microns": 126,
  "timing.final.setup_violations": 0,
  "wl_met3_microns": 777,
  "clock_pin_slew_on_the_worst_setup_and_hold_paths_ns": 0.07,
  "maxCapViolCount": 0,
  "path_max_fanout": 54,
  "met2WireLength_mm": 5.46,
  "timing.clock.skew_ns": 0,
  "yosys_cells": 584,
  "total_power_density_per_cell_area_nw_per_um2": 266,
  "worstMarginPinSlew_ns": 0.829,
  "timing.critical_path.slowest_cell_delay_ns": 0.75,
  "yosys.stat.seqShare_pct": 48.2,
  "cp_data_arrival_time_ns": 3.31,
  "total_power_mw": 1.75,
  "grt_pass1_wl_mm": 18.3,
  "dpl.hpwl_mm": 7.82,
  "die-area_sq_um": 15900,
  "whs_ns": 0.452,
  "finalWeightedCongestion": 0.747,
  "pwr-share-comb_pct": 12.8,
  "synthesis.instances": 584,
  "ys_types": 18,
  "static-leakage-power_nw": 2.37,
  "global_route.overflow_total": 0,
  "clk-insertion-delay-late_ns": 0.34,
  "cts_repair_resize_count": 0,
  "grt.total_usage_pct": 14.6,
  "wp_buf_inv": 1,
  "worstPathCellList": "clkdlybuf4s50_1 > or2_4 > or3_1 > o221a_2",
  "grt_antenna_before_repair": 0,
  "nFillCells": 1374,
  "route.layer.met1.wl_mm": 5.03,
  "critical_path.top_delay_family": "simple AND/OR/NAND/NOR gates",
  "crit_required_ns": 6.00,
  "power.share.clock_pct": 40.2,
  "seqPwrFrac_pct": 47.0,
  "cts_made_buffers": 9,
  "area_of_the_mapped_netlist_sq_um": 4610,
  "grt_setup_unrepaired": "no",
  "highest_layer": "met4",
  "clk_path_buf_depth": 2,
  "syn2layout_area_growth_pct": 43.2,
  "log.warning_count": 37,
  "total_switching_power_mw": 0.371,
  "antenna_left": 0,
  "wirelength_mm": 11.5,
  "clock_tree.root_cell": "sky130_fd_sc_hd__clkbuf_16",
  "maxClockFrequency_mhz": 331,
  "number_of_global_route_vias_before_repair": 3576,
  "num_vias": 3849,
  "worst_hold_path_type": "reg -> reg",
  "power.ir.vdd_worst_mv": 0.227,
  "core_region_area_sq_um": 14800,
  "drt_pre_antenna_iters": 4,
  "detailedRoute.firstIterationViolations": 189,
  "yosysChipArea_sq_um": 4610,
  "crit_type": "in -> reg",
  "route.detailed.wl_per_inst_microns": 13.0,
  "avgSynthCellArea_sq_um": 7.90,
  "post_route_cells_drive_above_1_share_pct": 4.89,
  "fin_crit_sh_pct": 52.9
}
-- path summary, 6_finish.rpt --
path / from / end / slack (ns) / depth (start not counted)
min: bj_flop[13].state / bj_flop[13].state / 0.45 / 2
max reg2reg: ins_flop[11].state / ins_flop[11].state / 5.01 / 1
min reg2reg: bj_flop[13].state / bj_flop[13].state / 0.45 / 2
max: d_Stall / ins_flop[11].state / 2.68 / 4
-- kinds of logic (layout without fill, tap and decap cells) --
logic type             count (synthesis)  count (layout)  share of synthesized area (%)
AND-OR/OR-AND                        111             111                           13.0
buffers and inverters                138             250                           19.8
flip-flops                           111             111                           48.2
AND/OR/NAND/NOR                      224             224                           19.0
-- through the flow --
stage / cell area [sq um] / setup WS [ns]
5_1_grt: 6610 / 2.48
3_3_place_gp: 6270 / 2.30
3_5_place_dp: 6270 / 2.27
6_report: 6610 / 2.68
4_1_cts: 6610 / 2.65
2_1_floorplan: 4610 / 3.49
-- registers in the layout (all words and copies together) (netlist names), 2 cells and up --
name	flops
ws_flop.state	3
pc_src_flop.state	2
rs_flop.state	3
ins_flop.state	16
rt_flop.state	3
Data_two_flop.state	16
imm_flop.state	16
rd_flop.state	3
dst_flop.state	2
Data_one_flop.state	16
bj_flop.state	16
alu_op_flop.state	4
-- placed cells by master, fill, tap and decap left out --
cell / instances
sky130_fd_sc_hd__clkdlybuf4s50_1: 229
sky130_fd_sc_hd__nand2_1: 201
sky130_fd_sc_hd__dfxtp_1: 111
sky130_fd_sc_hd__a21oi_1: 92
sky130_fd_sc_hd__nand3_1: 18
sky130_fd_sc_hd__o21ai_2: 10
sky130_fd_sc_hd__clkbuf_16: 9
sky130_fd_sc_hd__o21ai_0: 8
sky130_fd_sc_hd__buf_4: 5
sky130_fd_sc_hd__bufinv_16: 3
sky130_fd_sc_hd__clkinv_2: 2
sky130_fd_sc_hd__nor2_4: 1
sky130_fd_sc_hd__or2_4: 1
sky130_fd_sc_hd__nor4b_1: 1
sky130_fd_sc_hd__or3_1: 1
sky130_fd_sc_hd__inv_2: 1
sky130_fd_sc_hd__nand3b_1: 1
sky130_fd_sc_hd__o221a_2: 1
sky130_fd_sc_hd__inv_6: 1
-- cell usage after synthesis (all sizes together) --
| library cell | instances | area (sq um) |
|---|---|---|
| nand2 | 201 | 754 |
| a21oi | 92 | 460 |
| nor2 | 1 | 3.75 |
| nor4b | 1 | 8.76 |
| or3 | 1 | 6.26 |
| nand3 | 18 | 90.1 |
| nand3b | 1 | 7.51 |
| inv | 1 | 3.75 |
| clkbuf | 24 | 90.1 |
| buf | 113 | 821 |
| dfxtp | 111 | 2220 |
| or2 | 1 | 6.26 |
| o21ai | 18 | 128 |
| o221a | 1 | 11.3 |
-- routing by layer --
layer / global-route usage [%] / up-vias
li1: - / 1980
met4: 1.98 / 0
met3: 3.94 / 12
met5: 0 / -
met2: 24.4 / 125
met1: 19.8 / 1732
-- power groups by stage --
stage	clock network, mW	logic, mW	registers, mW
after global routing	0.760	0.247	0.829
after CTS	0.731	0.228	0.825
final	0.704	0.225	0.825
-- final cells by class --
type,instances,area (sq um),area share [%]
Clock inverter,6,109,1.65
Timing Repair Buffer,234,2330,35.3
Inverter,1,3.75,0.0568
Tap cell,184,230,3.48
Multi-Input combinational cell,335,1490,22.5
Sequential cell,111,2220,33.6
Clock buffer,9,225,3.41
Power figures rest on the tool's default switching activity, not on a simulated workload.
