$ cat flow/run.sh
#!/bin/bash
# OpenROAD 26Q1-2900-gdf79404cd8, Yosys 0.63+post, stock flow scripts
make -C /OpenROAD-flow-scripts/flow DESIGN_CONFIG=/design/flow/config.mk WORK_HOME=/design/flow/orfs finish
$ cat flow/config.mk
export PLATFORM = sky130hd
export DESIGN_NAME = r_shift_arith
export DESIGN_NICKNAME = r_shift_arith
export VERILOG_FILES = /design/flow/design.v
export SDC_FILE = /design/flow/constraint.sdc
export NUM_CORES = 4
export LEC_CHECK = 1
export CORE_AREA = 10 10 70 70
export DIE_AREA = 0 0 80 80
$ cat flow/constraint.sdc
current_design r_shift_arith

set clk_period 2.3
set clk_io_pct 0.2

create_clock -name clk0 -period $clk_period

set non_clock_inputs [all_inputs -no_clocks]
set_input_delay [expr $clk_period * $clk_io_pct] -clock clk0 $non_clock_inputs
set_output_delay [expr $clk_period * $clk_io_pct] -clock clk0 [all_outputs]
$ cat flow/design.v
module mux2_1(InA, InB, S, Out);
    input   InA, InB;
    input   S;
    output  Out;
    wire s_not;
    wire a_nand;
    wire b_nand;
    wire a_log;
    wire b_log;
    wire a_b_log_nor;
    not1 s_inv(.in1(S), .out(s_not));
    nand2 a_nand_gate(.in1(InA), .in2(s_not), .out(a_nand));
    nand2 b_nand_gate(.in1(InB), .in2(S), .out(b_nand));
    not1 a_inv_nand(.in1(a_nand), .out(a_log));
    not1 b_inv_nand(.in1(b_nand), .out(b_log));
    nor2 log_nor(.in1(a_log), .in2(b_log), .out(a_b_log_nor));
    not1 output_inv(.in1(a_b_log_nor), .out(Out));
endmodule
module nand2 (in1,in2,out);
    input in1,in2;
    output out;
    assign out = ~(in1 & in2);
endmodule
module nor2 (in1,in2,out);
    input in1,in2;
    output out;
    assign out = ~(in1 | in2);
endmodule
module not1 (in1,out);
    input in1;
    output out;
    assign out = ~in1;
endmodule
module r_shift_arith(In, Cnt, Out);
  parameter   N = 16;
  parameter   C = 4;
  parameter   O = 2;
  input [N-1:0]   In;
  input [C-1:0]   Cnt;
  output [N-1:0]  Out;
  wire wire15_1, wire14_1, wire13_1, wire12_1, wire11_1, wire10_1, wire9_1, wire8_1;
  wire wire7_1, wire6_1, wire5_1, wire4_1, wire3_1, wire2_1, wire0_1;
  wire wire15_2, wire14_2, wire13_2, wire12_2, wire11_2, wire10_2, wire9_2, wire8_2;
  wire wire7_2, wire6_2, wire5_2, wire4_2, wire3_2, wire2_2, wire0_2;
  wire wire15_3, wire14_3, wire13_3, wire12_3, wire11_3, wire10_3, wire9_3, wire8_3;
  wire wire7_3, wire6_3, wire5_3, wire4_3, wire3_3, wire2_3, wire0_3;
  mux2_1 mux_zero_sh15(.InA(In[15]), .InB(In[15]), .S(Cnt[0]), .Out(wire15_1));
  mux2_1 mux_zero_sh14(.InA(In[14]), .InB(In[15]), .S(Cnt[0]), .Out(wire14_1));
  mux2_1 mux_zero_sh13(.InA(In[13]), .InB(In[14]), .S(Cnt[0]), .Out(wire13_1));
  mux2_1 mux_zero_sh12(.InA(In[12]), .InB(In[13]), .S(Cnt[0]), .Out(wire12_1));
  mux2_1 mux_zero_sh11(.InA(In[11]), .InB(In[12]), .S(Cnt[0]), .Out(wire11_1));
  mux2_1 mux_zero_sh10(.InA(In[10]), .InB(In[11]), .S(Cnt[0]), .Out(wire10_1));
  mux2_1 mux_zero_sh9(.InA(In[9]), .InB(In[10]), .S(Cnt[0]), .Out(wire9_1));
  mux2_1 mux_zero_sh8(.InA(In[8]), .InB(In[9]), .S(Cnt[0]), .Out(wire8_1));
  mux2_1 mux_zero_sh7(.InA(In[7]), .InB(In[8]), .S(Cnt[0]), .Out(wire7_1));
  mux2_1 mux_zero_sh6(.InA(In[6]), .InB(In[7]), .S(Cnt[0]), .Out(wire6_1));
  mux2_1 mux_zero_sh5(.InA(In[5]), .InB(In[6]), .S(Cnt[0]), .Out(wire5_1));
  mux2_1 mux_zero_sh4(.InA(In[4]), .InB(In[5]), .S(Cnt[0]), .Out(wire4_1));
  mux2_1 mux_zero_sh3(.InA(In[3]), .InB(In[4]), .S(Cnt[0]), .Out(wire3_1));
  mux2_1 mux_zero_sh2(.InA(In[2]), .InB(In[3]), .S(Cnt[0]), .Out(wire2_1));
  mux2_1 mux_zero_sh1(.InA(In[1]), .InB(In[2]), .S(Cnt[0]), .Out(wire1_1));
  mux2_1 mux_zero_sh0(.InA(In[0]), .InB(In[1]), .S(Cnt[0]), .Out(wire0_1));
  mux2_1 mux_one_sh15(.InA(wire15_1), .InB(In[15]), .S(Cnt[1]), .Out(wire15_2));
  mux2_1 mux_one_sh14(.InA(wire14_1), .InB(In[15]), .S(Cnt[1]), .Out(wire14_2));
  mux2_1 mux_one_sh13(.InA(wire13_1), .InB(wire15_1), .S(Cnt[1]), .Out(wire13_2));
  mux2_1 mux_one_sh12(.InA(wire12_1), .InB(wire14_1), .S(Cnt[1]), .Out(wire12_2));
  mux2_1 mux_one_sh11(.InA(wire11_1), .InB(wire13_1), .S(Cnt[1]), .Out(wire11_2));
  mux2_1 mux_one_sh10(.InA(wire10_1), .InB(wire12_1), .S(Cnt[1]), .Out(wire10_2));
  mux2_1 mux_one_sh9(.InA(wire9_1), .InB(wire11_1), .S(Cnt[1]), .Out(wire9_2));
  mux2_1 mux_one_sh8(.InA(wire8_1), .InB(wire10_1), .S(Cnt[1]), .Out(wire8_2));
  mux2_1 mux_one_sh7(.InA(wire7_1), .InB(wire9_1), .S(Cnt[1]), .Out(wire7_2));
  mux2_1 mux_one_sh6(.InA(wire6_1), .InB(wire8_1), .S(Cnt[1]), .Out(wire6_2));
  mux2_1 mux_one_sh5(.InA(wire5_1), .InB(wire7_1), .S(Cnt[1]), .Out(wire5_2));
  mux2_1 mux_one_sh4(.InA(wire4_1), .InB(wire6_1), .S(Cnt[1]), .Out(wire4_2));
  mux2_1 mux_one_sh3(.InA(wire3_1), .InB(wire5_1), .S(Cnt[1]), .Out(wire3_2));
  mux2_1 mux_one_sh2(.InA(wire2_1), .InB(wire4_1), .S(Cnt[1]), .Out(wire2_2));
  mux2_1 mux_one_sh1(.InA(wire1_1), .InB(wire3_1), .S(Cnt[1]), .Out(wire1_2));
  mux2_1 mux_one_sh0(.InA(wire0_1), .InB(wire2_1), .S(Cnt[1]), .Out(wire0_2));
  mux2_1 mux_two_sh15(.InA(wire15_2), .InB(In[15]), .S(Cnt[2]), .Out(wire15_3));
  mux2_1 mux_two_sh14(.InA(wire14_2), .InB(In[15]), .S(Cnt[2]), .Out(wire14_3));
  mux2_1 mux_two_sh13(.InA(wire13_2), .InB(In[15]), .S(Cnt[2]), .Out(wire13_3));
  mux2_1 mux_two_sh12(.InA(wire12_2), .InB(In[15]), .S(Cnt[2]), .Out(wire12_3));
  mux2_1 mux_two_sh11(.InA(wire11_2), .InB(wire15_2), .S(Cnt[2]), .Out(wire11_3));
  mux2_1 mux_two_sh10(.InA(wire10_2), .InB(wire14_2), .S(Cnt[2]), .Out(wire10_3));
  mux2_1 mux_two_sh9(.InA(wire9_2), .InB(wire13_2), .S(Cnt[2]), .Out(wire9_3));
  mux2_1 mux_two_sh8(.InA(wire8_2), .InB(wire12_2), .S(Cnt[2]), .Out(wire8_3));
  mux2_1 mux_two_sh7(.InA(wire7_2), .InB(wire11_2), .S(Cnt[2]), .Out(wire7_3));
  mux2_1 mux_two_sh6(.InA(wire6_2), .InB(wire10_2), .S(Cnt[2]), .Out(wire6_3));
  mux2_1 mux_two_sh5(.InA(wire5_2), .InB(wire9_2), .S(Cnt[2]), .Out(wire5_3));
  mux2_1 mux_two_sh4(.InA(wire4_2), .InB(wire8_2), .S(Cnt[2]), .Out(wire4_3));
  mux2_1 mux_two_sh3(.InA(wire3_2), .InB(wire7_2), .S(Cnt[2]), .Out(wire3_3));
  mux2_1 mux_two_sh2(.InA(wire2_2), .InB(wire6_2), .S(Cnt[2]), .Out(wire2_3));
  mux2_1 mux_two_sh1(.InA(wire1_2), .InB(wire5_2), .S(Cnt[2]), .Out(wire1_3));
  mux2_1 mux_two_sh0(.InA(wire0_2), .InB(wire4_2), .S(Cnt[2]), .Out(wire0_3));
  mux2_1 mux_three_sh15(.InA(wire15_3), .InB(In[15]), .S(Cnt[3]), .Out(Out[15]));
  mux2_1 mux_three_sh14(.InA(wire14_3), .InB(In[15]), .S(Cnt[3]), .Out(Out[14]));
  mux2_1 mux_three_sh13(.InA(wire13_3), .InB(In[15]), .S(Cnt[3]), .Out(Out[13]));
  mux2_1 mux_three_sh12(.InA(wire12_3), .InB(In[15]), .S(Cnt[3]), .Out(Out[12]));
  mux2_1 mux_three_sh11(.InA(wire11_3), .InB(In[15]), .S(Cnt[3]), .Out(Out[11]));
  mux2_1 mux_three_sh10(.InA(wire10_3), .InB(In[15]), .S(Cnt[3]), .Out(Out[10]));
  mux2_1 mux_three_sh9(.InA(wire9_3), .InB(In[15]), .S(Cnt[3]), .Out(Out[9]));
  mux2_1 mux_three_sh8(.InA(wire8_3), .InB(In[15]), .S(Cnt[3]), .Out(Out[8]));
  mux2_1 mux_three_sh7(.InA(wire7_3), .InB(wire15_3), .S(Cnt[3]), .Out(Out[7]));
  mux2_1 mux_three_sh6(.InA(wire6_3), .InB(wire14_3), .S(Cnt[3]), .Out(Out[6]));
  mux2_1 mux_three_sh5(.InA(wire5_3), .InB(wire13_3), .S(Cnt[3]), .Out(Out[5]));
  mux2_1 mux_three_sh4(.InA(wire4_3), .InB(wire12_3), .S(Cnt[3]), .Out(Out[4]));
  mux2_1 mux_three_sh3(.InA(wire3_3), .InB(wire11_3), .S(Cnt[3]), .Out(Out[3]));
  mux2_1 mux_three_sh2(.InA(wire2_3), .InB(wire10_3), .S(Cnt[3]), .Out(Out[2]));
  mux2_1 mux_three_sh1(.InA(wire1_3), .InB(wire9_3), .S(Cnt[3]), .Out(Out[1]));
  mux2_1 mux_three_sh0(.InA(wire0_3), .InB(wire8_3), .S(Cnt[3]), .Out(Out[0]));
endmodule
==> ci_impl_report.md <==
## PnR job results

| Metric | Value |
|---|---|
| Outcome | `complete, no violations` |
| Synth area leader | `mux4_2` |
| Clock Buffer Count | `0` |
| Worst slew pin tran | `0.343 ns` |
| Synth-to-Final Area Change | `56.8%` |
| Global-route wire length before repair | `4.93 mm` |
| I/O Pins | `36` |
| Seq_cells | `0` |
| Final tally of max-slew violations | `0` |
| Yosys top cell by instances | `buf_4` |
| # DRC | `0` |
| Final instance area | `0.00157 mm²` |
| GRT Overall Usage | `9.23%` |
| Final worst setup slack | `0.0376 ns` |
| Worst relative slew slack | `76.5%` |
| CP max-delay cell | `mux4_2` |
| Yosys top cell area share | `29.3%` |
| Max-cap viol count | `0` |
| Floorplan Core Area | `0.00342 mm²` |
| Final Core Density | `45.8%` |
| CP max FO | `7` |
| Maximum VDD drop | `97.8 µV` |
| Die width | `80 µm` |
| CP peak stage delay | `0.55 ns` |
| Row cnt | `21` |
| Crit-path cells | `clkdlybuf4s15_2 -> buf_6 -> mux4_2 -> a22oi_2 -> nand3_1 -> clkdlybuf4s15_1` |
| Post-Syn Instances | `103` |
| Routed vias | `1015` |
| Chip height | `80 µm` |
| Logic cell area | `852 µm²` |
| Hold-fix buffers at CTS | `0` |
| Critical Path AT | `1.80 ns` |
| Placed cells | `179` |
| Pwr dens | `201 mW/mm²` |
| # setup viols final | `0` |
| Finished Layout Cells | `192` |
| Tightest Hold Check Type | `input pin to primary output` |
| GRT Residual Overflow | `0` |
| Synth cell types | `34` |
| Yosys warnings | `3` |
| Initial Util | `29.2%` |
| P_leak | `0.666 nW` |
| Setup crit end kind | `primary output` |
| Post-layout period usage | `98.4%` |
| Fill count | `330` |
| Vias in the first global route | `1087` |
| Final min period | `2.26 ns` |
| Avg Cell Area, Syn | `9.69 µm²` |
| Die area | `0.00640 mm²` |
| Post-Route WL | `3.02 mm` |
| Share of cells above drive strength 1 | `52.1%` |
| Sequential standard cell area | `0 µm²` |
| Max Freq | `442 MHz` |
| Critical Path RT | `1.84 ns` |
| Synth Seq Share | `0%` |
| WS Path Type | `input pin to primary output` |
| Initial antenna violation count | `0` |
| Setup TNS | `0 ns` |
| # diodes | `0` |
| Placed Area | `0.00140 mm²` |
| Avg WL per Cell | `15.7 µm` |
| Port Buffer Count | `36` |
| Largest net degree at the start of global routing | `14` |
| DRT iter0 DRCs | `48` |
| Routed Antenna Nets | `0` |
| Setup WS pre-CTS | `-0.649 ns` |
| Buf/Inv on CP | `3` |
| Yosys cell count | `103` |
| DRT Pass-1 Iters | `4` |
| Final Hold Vio Count | `0` |
| Routability Congestion | `0.824` |
| Cell Area, Synth | `998 µm²` |
| YS chip area | `998 µm²` |
| Startpoint types | `input pin` |
| Commonest cells in the netlist | `19 x buf_4, 13 x mux4_2, 8 x mux2i_1, 6 x a21oi_1, 5 x nor2_1` |
| Cell area leaders | `mux4_2 29%, buf_4 14%, mux4_1 11%` |
| Vias per inst | `5.29` |
| Worst path top cell family by delay | `multiplexers` |
| Dpl hpwl | `2.36 mm` |
| Number of logged tool warnings | `33` |
repair_timing:
item                                    4_1_cts  5_1_grt
endpoints found under the setup margin       15        9
buffers inserted                             13        0
pin swaps                                    12        4
gates resized                                77       13
gates cloned                                  1        0
path summary, 6_finish.rpt:
| kind | startpoint | to | slack, ns | depth (start not counted) |
|---|---|---|---|---|
| worst max-delay path | Cnt[0] | Out[1] | 0.04 | 6 |
| worst min-delay path | Cnt[1] | Out[14] | 1.54 | 6 |
power by group:
part | internal [mW] | switching [mW]
Clock | 0 | 0
Sequential | 0 | 0
Combinational | 0.193 | 0.122
Total | 0.193 | 0.122
cell families after synthesis:
family                 count (synthesis)  share of synthesized area [%]
AOI/OAI and AO/OA                     25                           16.0
and+or+nand+nor                       21                           11.3
buffers and inverters                 29                           21.1
muxes                                 28                           51.6
per-stage QoR:
stage	hold WS (ns)	total power [mW]
after floorplan	1.23	0.179
after global placement	2.06	0.288
after detailed placement	2.07	0.292
after CTS	1.65	0.317
after global routing	1.59	0.340
final	1.54	0.315
layer usage:
metal	vias up	part of all wire, %	track usage [%]
li1	479	-	-
met1	489	44	12.1
met2	45	46	14.4
met5	-	0	0
met3	2	9.4	3.41
met4	0	0.46	1.58
placed cells by master (no fill, tap or decap), types with 3 or more instances in the layout:
cell	instances
clkbuf_2	4
a211oi_1	3
nor2_1	4
mux4_2	16
clkdlybuf4s15_1	3
o22ai_2	3
dlygate4sd2_1	21
nor2b_1	3
mux2i_2	4
nand2_1	3
buf_6	7
a21oi_1	6
buf_4	24
mux2i_1	4
worst min-delay path, stage by stage:
cell            delay, ns
buf_6                0.12
buf_12               0.15
nor3b_4              0.06
nor2_2               0.12
o21ai_2              0.06
dlymetal6s2s_1       0.12
cell type report:
cell class / count / area share, %
multi-input combinational: 74 / 54.4
timing repair buffer: 70 / 41.4
tap: 46 / 3.68
inverter: 2 / 0.480
No activity file was given, so power comes from the tool's default toggle rates.
